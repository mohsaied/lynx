**/design/flow/run.sh**
```bash
#!/bin/bash
# OpenROAD 26Q1-2900-gdf79404cd8, Yosys 0.63+post, stock flow scripts
make -C /OpenROAD-flow-scripts/flow DESIGN_CONFIG=/design/flow/config.mk WORK_HOME=/design/flow/orfs finish
```
**/design/flow/config.mk**
```make
export PLATFORM = sky130hd
export DESIGN_NAME = router
export DESIGN_NICKNAME = router
export VERILOG_FILES = /design/flow/design.v
export SDC_FILE = /design/flow/constraint.sdc
export NUM_CORES = 4
export LEC_CHECK = 1
export CORE_AREA = 10 10 401 401
export DIE_AREA = 0 0 411 411
```
**/design/flow/constraint.sdc**
```tcl
current_design router

set clk_period 1.0
set clk_io_pct 0.2

create_clock -name clk0 -period $clk_period [get_ports {clk}]

set non_clock_inputs [all_inputs -no_clocks]
set_input_delay [expr $clk_period * $clk_io_pct] -clock clk0 $non_clock_inputs
set_output_delay [expr $clk_period * $clk_io_pct] -clock clk0 [all_outputs]
```
**/design/flow/design.v**
```verilog
module router
#(
	parameter WIDTH = 520
)
(
	input                  clk,
	input      [WIDTH-1:0] inputs  ,
	output reg [WIDTH-1:0] outputs  
);
always @ (posedge clk)
begin
	outputs[WIDTH-1:0] <= inputs[WIDTH-1:0];
end
endmodule
```
==> run summary <==
Results of the flow run.

The report lists the cells along the critical path as buf_12. The final layout contains routed wiring with a total length of 105000 um. The worst path buffer plus inverter count stands at 1. The worst setup path is captured at an output pin. The number of failing setup endpoints in the final timing report stands at 520. The required time of the worst setup path stands at 800 ps.

The largest net degree at the start of global routing stands at 14. The first global-routing pass estimated 129000 um of wire. Across the VDD grid, the largest voltage drop is 1990 uV.

The number of distinct library cells after synthesis stands at 1. Power spread over the standard cell area amounts to 1880 mW/mm^2. Per the placement report, the placed cell count is 3590.

The number of hold violations in the final report stands at 0. For this run, the top clock speed supported by timing is 746 MHz. Summed over all routing layers, the global router reports a total usage of 12.0%. Setup slack on the critical path of the routed design comes to -340 ps. In the final routed layout, each cell accounts on average for 25.4 um. The setup path with the least slack is of type reg -> out.

In this run the worst hold path is classified as in -> reg. The synthesized netlist was found by Yosys to have 520 cells. The kind of cell with the highest combined delay along the critical path is flip-flops.

The number of DRC violations after detailed routing stands at 0. The flow ran to the end, but the final reports show violations. The number of antenna violations at the first check in global routing stands at 153. The worst setup path is launched from a flip-flop. The routability congestion estimate stands at 0.886. Per the OpenROAD power report, leakage power amounts to 11.6 nW.

For reference, the post-synthesis area per instance comes to 20.0 sq um. The clock-pin slew on the worst setup and hold paths stands at 60 ps. The final reports fail on setup timing. TritonCTS built the clock tree. The post-synthesis sequential area ratio stands at 100%. The share of cells above drive strength 1 stands at 43.0%. During placement, the flow inserted port buffers numbering 1040.

The largest registers in the layout are outputs: 520 flops. For this run, the number of standard cells in the final layout without fillers is 4136. The core utilization at floorplan stands at 6.85%. Per the CTS log, the root buffer master is clkbuf_16. The standard cell area after detailed placement stands at 0.0239 sq mm. The share of total power in combinational logic stands at 10.7%. The mapped netlist covers 0.0104 sq mm. The slew check shows that the tightest pin keeps a relative margin of 76.8%. The length of the first detailed-routing pass in iterations stands at 4. Looking at the clock tree report, the maximum root-to-sink buffer count equals 3.

The number of primary I/O pins stands at 1041. The post-route cell area stands at 0.0286 sq mm. The flow reports that the clock network draws 47.7% of the design power. Setup repair after global routing could not meet its margin everywhere. The number of global-route vias before repair came to 11300. The post-layout minimum cycle time stands at 1340 ps. The internal power of the cells totals 41.4 mW.

The maximum fanout along the worst path stands at 1. The number of warnings the tools reported stands at 27. The transition time at the pin with the least slew margin stands at 346 ps.

The final period utilization stands at 134%. The synthesized instance count is 520. The full die area stands at 0.169 sq mm. The clock net in this run drives a total of 520 sinks.

The switching share of total power stands at 23.0%. The total global routing overflow stands at 0. The CTS report gives the tree buffer count as 67. The core area stands at 0.152 sq mm. The area recorded from the Yosys report for this design is 0.0104 sq mm. The synthesized flop and latch total stands at 520. In the placement report, post-DP HPWL is listed as 88100 um. The largest individual stage delay along the critical path comes from the cell dfxtp_4.

The total power of the final layout stands at 53.7 mW. The number of vias per cell after detailed routing stands at 2.59. In this run the maximum-capacitance check reported violations numbering 0. The sequential share of power stands at 41.6%. Per the OpenROAD power report, switching power amounts to 12.3 mW. The pre-CTS setup check shows a worst slack of -106 ps. The total via count after detailed routing stands at 10700. The detail route stage leaves a number of antenna-violating nets equal to 0.

The critical path data arrival time stands at 1140 ps. The number of DRC violations after detailed-routing iteration 0 stands at 401. On the worst path, the slowest cell contributes a delay of 360 ps.

The multi-input combinational cell area stands at 0 sq um. The placement row count stands at 143. From bottom edge to top edge, the die measures 411 um. 0 cells are multi-input combinational gates.

The total number of yosys warnings stands at 1. The count of final max-slew check failures stands at 0. From synthesis to final layout, the design area changed by 174%. The clock H-tree reported by CTS has 3 levels.

The tightest hold path in the finished design has a slack of 53.2 ps. Measured along the x axis, the die boundary spans 411 um. The flip-flop count of the largest register, all copies and words added stands at 520. outputs holds more flip-flops than any other register.
cells in the mapped netlist, drive strengths merged:
cell type	number	area share (%)
dfxtp	520	100
path summary, 6_finish.rpt:
kind / depth (start not counted) / slack, ps / to / from
max: 1 / -340 / outputs[425] / outputs[425]
min: 1 / 50 / outputs[390] / inputs[390]
cell type report:
| cell class | count | area [sq um] |
|---|---|---|
| tap | 2030 | 2540 |
| antenna | 49 | 123 |
| timing repair buffer | 1416 | 12900 |
| fill | 16200 | 123000 |
| clock inverter | 33 | 415 |
| sequential | 520 | 10700 |
| clock buffer | 88 | 1890 |
metrics by stage:
stage	TNS, ps	util, %
after floorplan	0	-
after global placement	-2210	15.7
after detailed placement	-2080	15.7
after CTS	-171550	18.6
after global routing	-166710	18.8
final	-124630	18.8
metal layers:
layer	track usage, %	up-vias	wire, um
met5	0	-	971
met4	4.51	152	5310
met3	9.33	278	16500
met2	17.9	791	46000
met1	12.7	4813	36400
li1	-	4683	-
cells by family after synthesis:
kind of cell,Yosys count,share of synthesized area (%)
DFF,520,100
repair_timing:
item                                   in CTS  in global routing
hold buffers                              376                  0
resized                                  1776                 87
endpoints found under the hold margin     376                  0
buffers inserted                            0                  0
setup endpoints to repair                 520                520
power groups by stage:
stage	combinational (mW)	clock, mW	sequential, mW
4_1_cts	5.87	26.7	22.3
5_1_grt	6.03	27.4	22.4
6_report	5.72	25.6	22.3
cells in the final DEF (no fill, tap or decap), drive strengths merged:
cell	count
clkbuf	88
dlygate4sd3	376
diode	49
clkinvlp	3
clkinv	14
inv	8
dfxtp	520
clkdlybuf4s50	520
buf	520
bufinv	8
Power and IR drop assume default switching activity.
